**design.v**
```verilog
module SPI_Slave
(
	input CLK,
	input SCK,
	input MOSI,
	input SSEL,
	output MISO,
	output LED
);
	reg [2:0] SCKreg;
	always_ff @(posedge CLK) SCKreg <= {SCKreg[1:0], SCK};
	wire SCK_rising_edge = (SCKreg[2:1]==2'b01);  
	wire SCK_falling_edge = (SCKreg[2:1]==2'b10);  
	reg [2:0] SSELreg;
	always_ff @(posedge CLK) SSELreg <= {SSELreg[1:0], SSEL};
	wire SSEL_active =		~SSELreg[1];  
	wire SSEL_start_msg =	(SSELreg[2:1]==2'b10);  
	wire SSEL_end_msg =		(SSELreg[2:1]==2'b01);  
	reg [1:0] MOSIreg;
	always_ff @(posedge CLK) MOSIreg <= {MOSIreg[0], MOSI};
	wire MOSI_data = MOSIreg[1];
	reg [2:0] bit_count;
	reg byte_received;
	reg [7:0] byte_data_received;
	always_ff @(posedge CLK)
		begin
			if(~SSEL_active)
				bit_count <= 3'b000;
			else if(SCK_rising_edge) 
				begin
					bit_count <= bit_count + 3'b001;
					byte_data_received <= {byte_data_received[6:0], MOSI_data};
				end
		end
	always_ff @(posedge CLK)
		byte_received <= SSEL_active && SCK_rising_edge && (bit_count==3'b111);
	reg LED = 1;
	always_ff @(posedge CLK)
		if(byte_received) LED <= ~byte_data_received[0];
	reg [7:0] byte_data_sent;
	reg [7:0] cnt;
	always_ff @(posedge CLK)
		if(SSEL_start_msg)
			cnt <= cnt + 8'h1;   
	always_ff @(posedge CLK)
	if (SSEL_active)
		begin
			if(SSEL_start_msg)
				byte_data_sent <= cnt;  
			else if(SCK_falling_edge) 
				begin
					if(bit_count==3'b000)
						byte_data_sent <= 8'h00;  
					else
						byte_data_sent <= {byte_data_sent[6:0], 1'b0};
				end
		end
	assign MISO = byte_data_sent[7];  
endmodule  
```
**run.sh**
```bash
#!/bin/bash
# OpenROAD 26Q1-2900-gdf79404cd8, Yosys 0.63+post, stock flow scripts
make -C /OpenROAD-flow-scripts/flow DESIGN_CONFIG=/design/flow/config.mk WORK_HOME=/design/flow/orfs finish
```
**config.mk**
```make
export PLATFORM = sky130hd
export DESIGN_NAME = SPI_Slave
export DESIGN_NICKNAME = SPI_Slave
export VERILOG_FILES = /design/flow/design.v
export SDC_FILE = /design/flow/constraint.sdc
export NUM_CORES = 4
export LEC_CHECK = 1
export CORE_AREA = 10 10 113 113
export DIE_AREA = 0 0 123 123
```
**constraint.sdc**
```tcl
current_design SPI_Slave

set clk_period 2.4
set clk_io_pct 0.2

create_clock -name clk0 -period $clk_period [get_ports {CLK}]

set non_clock_inputs [all_inputs -no_clocks]
set_input_delay [expr $clk_period * $clk_io_pct] -clock clk0 $non_clock_inputs
set_output_delay [expr $clk_period * $clk_io_pct] -clock clk0 [all_outputs]
```
==> flow_results.org <==
* Implementation run

** Global route
- Wire length of the first global-routing pass :: 2.553 mm
- Largest net degree at the start of global routing :: 11
- Antenna violations before repair :: 0
- GR Overflow Total :: 0
- Global router's overall resource usage :: 2.125%
- The number of global-route vias before repair was 529.

** Floorplanning
- For this configuration, the core starts out at a cell density of 10.88%.
- Measured along the y axis, the die boundary spans 123 microns.
- The floorplan has 37 rows.
- I/O pin count :: 6
- Per the OpenROAD floorplan log, the area of the core is 10320 sq um.
- Die X-Extent :: 123 microns
- The die covers 15130 sq um.

** Synth
- Warnings, synthesis :: 1
- Post-synthesis sequential area ratio :: 69.49%
- Summing every instance area after synthesis gives 1124 sq um.
- Of all cell types, the one taking the most synthesized area is sky130_fd_sc_hd__edfxtp_1.
- Avg Cell Area, Syn :: 14.78 sq um
- By count the netlist is led by 18 x sky130_fd_sc_hd__edfxtp_1, 12 x sky130_fd_sc_hd__dfxtp_1, 7 x sky130_fd_sc_hd__a22o_1.
- The synthesis stat section lists a flop and latch total of 30.
- By area the synthesized netlist is led by sky130_fd_sc_hd__edfxtp_1 48%, sky130_fd_sc_hd__dfxtp_1 21%, sky130_fd_sc_hd__a22o_1 5.5%, sky130_fd_sc_hd__ha_1 4.5%, sky130_fd_sc_hd__xnor2_1 3.1%.
- Gate Count Post-Synth :: 76
- The top cell type by area accounts for 48.11% of the synthesized area.
- Most frequently used cell type in the post-synthesis netlist :: sky130_fd_sc_hd__edfxtp_1
- The synthesized netlist was found by Yosys to have 76 cells.
- Main flop type :: sky130_fd_sc_hd__edfxtp_1
- Post-synth EDFFs :: 18
- Share of synthesized registers carrying an async set or reset :: 0%
- Yosys reports a chip area of 1124 sq um.
- Distinct cells, synth :: 21

** Min path
- In the hold timing report, the worst path depth is 0.
- STA shows the worst min-delay path finishing at MOSIreg[1].
- Startpoint of the tightest hold check path :: MOSIreg[0]
- Min-Delay Path Class :: flop to flop

** Pwr
- For this design the static power due to leakage is 0.5068 nW.
- VDD sags by at most 0.2598 mV.
- In this run the power density over the cells is 733.0 nW/um^2.

** Clock tree
- In this run the post-CTS setup repair buffer count came out at 0.
- For the worst-skew pair, the clock arrives at the later sink with an insertion delay of 280 ps.
- Buffers from clock root to sink, at most :: 2
- Clock tree from TritonCTS :: done
- The number of gates resized after CTS was 0.
- Number of sinks handled by clock tree synthesis :: 30
- Hold-fix buffers, CTS :: 0
- In this run the clock root is driven by a sky130_fd_sc_hd__clkbuf_8.
- The H-tree was split into 2 levels.
- Register clock-pin slew on the reported worst setup and hold paths :: 60 ps
- CTS Buf Count :: 5

** Finish
- Synth-to-layout area growth :: 27.39%
- Ratio of cells with drive above 1 in the final layout :: 14.61%
- In the final layout, the fill cell count is 1136.
- Cells fill 13.87% of the core in the end.

** Setup path
- For flop-to-flop paths, the worst setup slack is 1080 ps.
- In this run the critical register-to-register path is captured at byte_data_sent[3].
- For the worst flop-to-flop path, the logic depth is 3.
- On the worst path, the slowest cell contributes a delay of 450 ps.
- Startpoint class of the critical path :: flop
- Reg2Reg Launch Point :: SCKreg[1]
- Data arrival, critical path :: 1050 ps
- Broken down by cell family, the worst path's largest delay share belongs to buffers and inverters.
- At the worst endpoint, the required time is 1920 ps.
- Bufs and invs on worst path :: 1
- Worst Path Max Fanout :: 1
- Highest-delay cell along the critical path :: sky130_fd_sc_hd__clkdlybuf4s50_1
- Classification of the worst setup path :: flop to output pin
- The worst setup path is captured at an output pin.
- Series of cell instances along the critical path :: clkdlybuf4s50_1

** Route
- Count of antenna-violating nets left after detailed routing :: 0
- Remaining DRCs :: 0
- Wire length reported by the detailed router :: 1.541 mm
- Via density :: 2.444
- N_diodes :: 0
- Across all layers, the routed design uses 550 vias.
- Final routed wire length divided by cell count :: 6.849 microns
- The first detailed-routing pass took 3 iterations.
- 1st-iter DRT viols :: 25

** Placement
- According to the dpl log, the detail-placed design has an HPWL of 1.087 mm.
- The placement summary gives the final routability congestion estimate as 0.7454.
- At the placement stage, the worst setup path has a slack of 1078 ps.
- Buffers on Ports :: 5

** Outcome
- Status :: finished clean

** Timing
- Hold Violations, Final :: 0
- Post-route fraction of the period consumed by the critical path :: 63.71%
- Summed over all failing endpoints, the final setup total negative slack is 0 ps.
- Worst hold margin :: 325.7 ps
- Fin worst setup slack :: 870.9 ps
- Peak Freq :: 0.6540 GHz
- Unrepaired setup endpoints after global routing :: false
- Setup violations, final :: 0
- Headroom to the max-slew limit came out at 54.35%.
- The final timing report derives a shortest allowable period of 1529 ps.
- After layout, the setup clock skew is reported as 6.974 ps.
- Slew @ Worst Pin :: 682.2 ps
- Final count of pins violating max slew :: 0

** Run
- MaxCap Viol Count :: 0
- OpenROAD warning count :: 26
area by class of cell:
| cell class | instances | area [sq um] | area share [%] |
|---|---|---|---|
| clock buffer | 7 | 86.33 | 6.031 |
| clock inverter | 1 | 5.005 | 0.3497 |
| inverter | 6 | 22.52 | 1.573 |
| multi-input combinational | 39 | 309.0 | 21.59 |
| sequential | 30 | 780.7 | 54.55 |
| tap | 136 | 170.2 | 11.89 |
| timing repair buffer | 6 | 57.56 | 4.021 |
layer usage:
layer / up-vias / part of all wire (%) / track usage [%]
met3: 7 / 9.5 / 1.573
li1: 290 / - / -
met4: 0 / 2.9 / 0.5822
met5: - / 0 / 0
met1: 240 / 58 / 3.179
met2: 13 / 30 / 2.242
worst max path at each step:
stage                     start   end  slack, ps  cells past startpoint
global route                LED   LED        840                      1
CTS           byte_data_sent[7]  MISO        850                      1
finish        byte_data_sent[7]  MISO        870                      1
placed cells by master, fill, tap and decap left out:
| cell type | instances |
|---|---|
| sky130_fd_sc_hd__edfxtp_1 | 18 |
| sky130_fd_sc_hd__dfxtp_1 | 12 |
| sky130_fd_sc_hd__a22o_1 | 7 |
| sky130_fd_sc_hd__inv_1 | 6 |
| sky130_fd_sc_hd__nor2_1 | 6 |
| sky130_fd_sc_hd__clkbuf_8 | 6 |
| sky130_fd_sc_hd__clkdlybuf4s50_1 | 5 |
| sky130_fd_sc_hd__xnor2_1 | 4 |
| sky130_fd_sc_hd__ha_1 | 4 |
| sky130_fd_sc_hd__xor2_1 | 3 |
| sky130_fd_sc_hd__nand2_1 | 2 |
| sky130_fd_sc_hd__nand3_1 | 2 |
| sky130_fd_sc_hd__mux2i_1 | 2 |
| sky130_fd_sc_hd__nand3_2 | 1 |
| sky130_fd_sc_hd__nor3_2 | 1 |
| sky130_fd_sc_hd__nor2b_2 | 1 |
| sky130_fd_sc_hd__a21oi_4 | 1 |
| sky130_fd_sc_hd__and3_1 | 1 |
| sky130_fd_sc_hd__a21oi_1 | 1 |
| sky130_fd_sc_hd__nand2b_1 | 1 |
| sky130_fd_sc_hd__and2_1 | 1 |
| sky130_fd_sc_hd__and2_2 | 1 |
| sky130_fd_sc_hd__clkinv_2 | 1 |
| sky130_fd_sc_hd__clkbuf_1 | 1 |
| sky130_fd_sc_hd__buf_4 | 1 |
sequential cells by signal, indices dropped and copies added, names as in the netlist:
| name | count |
|---|---|
| bit_count | 3 |
| cnt | 8 |
| byte_data_received | 1 |
| LED | 1 |
| MOSIreg | 2 |
| SCKreg | 3 |
| byte_received | 1 |
| SSELreg | 3 |
| byte_data_sent | 8 |
cells by family (layout without fill, tap and decap cells):
group | after synthesis | in the layout | share of synthesized area (%)
simple gates | 17 | 17 | 8.465
flops | 30 | 30 | 69.49
compound gates | 9 | 9 | 7.350
xor+xnor | 7 | 7 | 5.457
buf+inv | 7 | 20 | 3.006
fa+ha+maj | 4 | 4 | 4.455
mux | 2 | 2 | 1.782
per-stage QoR:
step / instance area (sq um) / instances / power (mW)
3_3_place_gp: 1340 / 217 / 0.6525
4_1_cts: 1431 / 225 / 1.063
5_1_grt: 1431 / 225 / 1.091
6_report: 1431 / 225 / 1.049
3_5_place_dp: 1340 / 217 / 0.6540
2_1_floorplan: 1124 / 76 / 0.6365
where the power goes:
part           internal (mW)  switching, mW
clock                  0.231          0.176
sequential             0.575         0.0139
combinational         0.0278         0.0265
total                  0.833          0.216
Power is estimated from default activity; no workload was simulated.
